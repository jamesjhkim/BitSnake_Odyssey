[design/flow/config.mk]
export PLATFORM = sky130hd
export DESIGN_NAME = snake_datapath
export DESIGN_NICKNAME = snake_datapath
export VERILOG_FILES = /design/flow/design.v
export SDC_FILE = /design/flow/constraint.sdc
export NUM_CORES = 4
export LEC_CHECK = 1
export CORE_UTILIZATION = 40
[design/flow/constraint.sdc]
current_design snake_datapath

set clk_period 3.4
set clk_io_pct 0.2

create_clock -name clk0 -period $clk_period [get_ports {clk}]

set non_clock_inputs [all_inputs -no_clocks]
set_input_delay [expr $clk_period * $clk_io_pct] -clock clk0 $non_clock_inputs
set_output_delay [expr $clk_period * $clk_io_pct] -clock clk0 [all_outputs]
[design/flow/design.v]
module snake_datapath(clk, reset, key_out, key_data, snake_x_count, snake_y_count, snake_x_out, snake_y_out, fruit_en, spider_en, size);
	input clk, reset, key_out, fruit_en, spider_en;
	input [15:0] key_data;
	input [11:0] snake_x_count, snake_y_count;
	output [11:0] snake_x_out, snake_y_out;
	output [3:0] size;
	wire clk, reset, key_out, eat;
	wire [11:0] snake_x_count, snake_y_count;
	reg [11:0] snake_head_x, snake_head_y;
	reg [11:0] x1, x2, x3, x4, x5, x6, x7, x8, x9, x10, x11, x12, x13, x14;
	reg [11:0] y1, y2, y3, y4, y5, y6, y7, y8, y9, y10, y11, y12, y13, y14;
	reg [3:0] size;
	reg [11:0] snake_x_out, snake_y_out;
	reg speed;
	reg [12:0] speed_count;
	reg [7:0] pre_data;
	parameter left = 8'h1D;
	parameter up = 8'h1B;
	parameter right = 8'h23;
	parameter down = 8'h1C;
	always@(negedge clk) 
	begin
		if (reset == 1'b0)
		begin
			size <= 4'd4;
		end 
		else 
		begin 
			if (fruit_en == 1'b1)
				size <= size + 4'd1;
			else
				size <= size;
		end
	end
	always@(posedge clk) 
	begin
		if (reset == 1'b0) 
			snake_head_y <= 12'd150;
		else if (snake_y_count - y1 >= 12'd0 && snake_y_count - y1 <= 12'd200)
			snake_head_y <= snake_y_count - y1;
		else
			snake_head_y <= 12'd150;
	end
	always@(posedge clk) 
	begin
		if (reset == 1'b0) 
			snake_head_x <= 12'd2;
		else if (snake_x_count - x1 >= 12'd0 && snake_x_count - x1 <= 12'd200)
			snake_head_x <= snake_x_count - x1;
		else
			snake_head_x <= 12'd2;
	end
	initial
	begin
		x1 <= 12'd2;
		y1 <= 12'd150;
		x2 <= 12'd3;
		y2 <= 12'd150;
		x3 <= 12'd4;
		y3 <= 12'd150;
		x4 <= 12'd5;
		y4 <= 12'd150;
		x5 <= 12'd500;
		y5 <= 12'd500;
		x6 <= 12'd500;
		y6 <= 12'd500;
		x7 <= 12'd500;
		y7 <= 12'd500;
		x8 <= 12'd500;
		y8 <= 12'd500;
		x9 <= 12'd500;
		y9 <= 12'd500;
		x10 <= 12'd500;
		y10 <= 12'd500;
		x11 <= 12'd500;
		y11 <= 12'd500;
		x12 <= 12'd500;
		y12 <= 12'd500;
		x13 <= 12'd500;
		y13 <= 12'd500;
		x14 <= 12'd500;
		y14 <= 12'd500;
	end
	always@(posedge clk or negedge reset)  
	begin
		if (reset == 1'b0)
			speed_count <= 13'd0;
		else 
		begin
			if (speed_count > 13'd4531)
			begin
				speed_count <= 13'd0;
				speed <= 1'b1;
			end
			else 
			begin
				speed_count <= speed_count + 13'd1;
				speed <= 1'b0;
			end
		end
	end
	always@(posedge clk or negedge reset)
	begin
		if (reset == 1'b0)
			pre_data <= right;
		else 
		begin
			if (key_out == 1'b1)
				pre_data <= key_data;
			else
				pre_data <= pre_data;
		end
	end 
	always@(posedge clk) 
	begin 
		if(reset == 1'b0)
		begin
			x1 <= 12'd2;
		end 
		else 
		begin
			if (key_out == 1'b1)
			begin
				if (key_data == right)
					x1 <= x1 + 12'd1;
				else if (key_data == left)
					x1 <= x1 - 12'd1;
				else if (key_data == up)
					y1 <= y1 + 12'd1;
				else if (key_data == down)
					y1 <= y1 - 12'd1;
			end
			else if (key_out == 1'b0 && speed == 1'b1)
			begin
				if (pre_data == right)
					x1 <= x1 + 12'd1;
				else if (pre_data == left)
					x1 <= x1 - 12'd1;
				else if (pre_data == up)
					y1 <= y1 + 12'd1;
				else if (pre_data == down)
					y1 <= y1 - 12'd1;
			end
		end
	end
	always@(posedge clk or negedge reset)
	begin
		if (reset == 1'b0)
		begin 
			snake_x_out <= 12'd2;
			snake_y_out <= 12'd150;
		end
		else 
		begin
			snake_x_out <= x1;
			snake_y_out <= y1;
		end
	end
	always@(posedge clk)
	begin
		if(x1 != snake_x_out || y1 != snake_y_out)
		begin
			if (size >= 4'd14)
			begin
				x14 <= x13;
				y14 <= y13;
				x13 <= x12;
				y13 <= y12;
				x12 <= x11;
				y12 <= y11;
				x11 <= x10;
				y11 <= y10;
				x10 <= x9;
				y10 <= y9;
				x9 <= x8;
				y9 <= y8;
				x8 <= x7;
				y8 <= y7;
				x7 <= x6;
				y7 <= y6;
				x6 <= x5;
				y6 <= y5;
			end
			else if (size >= 4'd13)
			begin
				x13 <= x12;
				y13 <= y12;
				x12 <= x11;
				y12 <= y11;
				x11 <= x10;
				y11 <= y10;
				x10 <= x9;
				y10 <= y9;
				x9 <= x8;
				y9 <= y8;
				x8 <= x7;
				y8 <= y7;
				x7 <= x6;
				y7 <= y6;
				x6 <= x5;
				y6 <= y5;
			end
			else if (size >= 4'd12)
			begin
				x12 <= x11;
				y12 <= y11;
				x11 <= x10;
				y11 <= y10;
				x10 <= x9;
				y10 <= y9;
				x9 <= x8;
				y9 <= y8;
				x8 <= x7;
				y8 <= y7;
				x7 <= x6;
				y7 <= y6;
				x6 <= x5;
				y6 <= y5;
			end
			else if (size >= 4'd11)
			begin
				x11 <= x10;
				y11 <= y10;
				x10 <= x9;
				y10 <= y9;
				x9 <= x8;
				y9 <= y8;
				x8 <= x7;
				y8 <= y7;
				x7 <= x6;
				y7 <= y6;
				x6 <= x5;
				y6 <= y5;
			end
			else if (size >= 4'd10)
			begin
				x10 <= x9;
				y10 <= y9;
				x9 <= x8;
				y9 <= y8;
				x8 <= x7;
				y8 <= y7;
				x7 <= x6;
				y7 <= y6;
				x6 <= x5;
				y6 <= y5;
			end
			else if (size >= 4'd9)
			begin
				x9 <= x8;
				y9 <= y8;
				x8 <= x7;
				y8 <= y7;
				x7 <= x6;
				y7 <= y6;
				x6 <= x5;
				y6 <= y5;
			end
			else if (size >= 4'd8)
			begin
				x8 <= x7;
				y8 <= y7;
				x7 <= x6;
				y7 <= y6;
				x6 <= x5;
				y6 <= y5;
			end
			else if (size >= 4'd7)
			begin
				x7 <= x6;
				y7 <= y6;
				x6 <= x5;
				y6 <= y5;
			end
			else if (size >= 4'd6)
			begin
				x6 <= x5;
				y6 <= y5;
				x5 <= x4;
				y5 <= y4;
			end
			else if (size >= 4'd5)
			begin
				x5 <= x4;
				y5 <= y4;
			end
			else 
			begin
				x14 <= x14;
				y14 <= y14;
				x13 <= x13;
				y13 <= y13;
				x12 <= x12;
				y12 <= y12;
				x11 <= x11;
				y11 <= y11;
				x10 <= x10;
				y10 <= y10;
				x9 <= x9;
				y9 <= y9;
				x8 <= x8;
				y8 <= y8;
				x7 <= x7;
				y7 <= y7;
				x6 <= x6;
				y6 <= y6;
				x5 <= x5;
				y5 <= y5;
			end
		end
	end
	always@(posedge clk or negedge reset)  
	begin
		if (reset == 1'b0)
		begin
			x2 <= 12'd2;
			x3 <= 12'd3;
			x4 <= 12'd4;
			y2 <= 12'd150;
			y3 <= 12'd150;
			y4 <= 12'd150;
		end
		else if (x1 != snake_x_out || y1 != snake_y_out)
		begin
			x2 <= snake_x_out;
			x3 <= x2;
			x4 <= x3;
			y2 <= snake_y_out;
			y3 <= y2;
			y4 <= y3;
		end
	end
endmodule
[design/flow/run.sh]
#!/bin/bash
# OpenROAD 26Q1-2900-gdf79404cd8, Yosys 0.63+post, stock flow scripts
make -C /OpenROAD-flow-scripts/flow DESIGN_CONFIG=/design/flow/config.mk WORK_HOME=/design/flow/orfs finish
==> summary.txt <==
run metrics: status completed, DR WL/cell 12.94 µm, IR Drop Worst-Case VDD 0.2125 mV, Hold WC Path Type reg -> reg, CP max stage delay 0.32 ns, Post-synth EDFFs 13, largest net degree at the start of global routing 53, later-pin clock latency in the skew report 0.34 ns, critical-path cell with the highest stage delay dfxtp_2, normalized max-slew margin 0.5832, CTS tree done, DRT iter0 DRCs 77, yosys cell count 326, element type at the critical path end primary output, xor/xnor cell area share of the yosys netlist 0.06568, met3 usage 0.03325, Worst Slack Setup Final 0.08321 ns, tool warning count 56, Inst Count DP 477, GRT Residual Overflow 0, H-tree depth 3, Post-synth ARST share 0.6081, max_cap viols 0, CTS Root Cell clkbuf_8, WP buf/inv 1, endpoints failing setup 0, yosys adder share 0.02165, Final Instance Count excl. Fillers 499, Final ANT Viol Nets 0, Routed WL 6.458 mm, ys flop type dfrtp_1, routed vias 2580, CTS buffer count 9, Final Hold Viols 0, DP HPWL 4.438 mm, Yosys chip area 0.003467 mm², unrepaired setup endpoints after global routing no, share of layout cells above drive strength 1 0.1421, vias in the first global route 2422, Slew @ Worst Pin 0.6252 ns, Starting Density 0.4178, Pwr Density 416.1 mW/mm², busiest layer in global routing met1, Syn. warnings 1, Antenna diodes 0, crit path cell chain dlygate4sd2_1, Die ar. 0.009044 mm², Vias/cell 5.170, Post-synth seq share 0.5327, Top logic family simple AND/OR/NAND/NOR gates, crit path kind reg -> out, I/O Pins 73, Synth Instances 326, cell family with most CP delay flip-flops, Post-synth regs 74, grt met1 use 0.2633, Avg Inst Size Synth 10.64 µm², Simple Share, Synth 0.2140, setup TNS 0 ns, core box area 0.008299 mm², Multiplexer share 0.05882, Setup WS pre-CTS -0.004641 ns, met2 GRT Util 0.2518, GRT Total Usage 0.1654, Clock Tree Buf Depth 2, Setup Skew 0.007936 ns, Die Ht 95.10 µm, clock-pin slew on the worst setup and hold paths 0.07 ns, GP Congestion 0.8262, area grow syn2layout 25.69%, first-pass GRT wire length 11.42 mm, CTS Sinks 74, initial antenna violation count 0, mapped cell area 0.003467 mm², row count 33, Worst setup SP type flop, crit-path max FO 4, Die W 95.10 µm, aoi share 0.08733, Slew Limit Fails 0, fill cell count 732, drc violations 0, Leak 1.692 nW, worst path required time 2.72 ns, Synth cell types 49, I/O Buffers 47, Pre-antenna DRT Iters 5, critical path arrival 2.64 ns
## per-stage QoR
stage                     instance area (µm²)    util  power (mW)  hold slack [ns]
after floorplan                          3467       -      0.9823           0.3310
after global placement                   4078  0.4913       1.037           0.3497
after detailed placement                 4078  0.4913       1.038           0.3569
after CTS                                4358  0.5251       1.840           0.3663
after global routing                     4358  0.5251       1.888           0.3675
final                                    4358  0.5251       1.813           0.3679
## flip-flops by register name, summed over array words and instances, names as in the netlist
| name | count |
|---|---|
| pre_data | 8 |
| size | 4 |
| snake_x_out | 12 |
| snake_y_out | 12 |
| speed | 1 |
| speed_count | 13 |
| x1 | 12 |
| y1 | 12 |
## kinds of logic (layout without fill, tap and decap cells)
| family | Yosys count | in the layout |
|---|---|---|
| buf+inv | 16 | 84 |
| mux | 19 | 19 |
| fa+ha+maj | 6 | 6 |
| flops | 74 | 74 |
| simple gates | 137 | 137 |
| xor+xnor | 26 | 26 |
| compound gates | 48 | 48 |
## cell usage after synthesis (2+ instances only)
cell | number | area, µm²
a21oi_1 | 14 | 70.07
a31oi_1 | 4 | 25.02
and3_1 | 4 | 25.02
and3b_1 | 2 | 17.52
and4_1 | 3 | 26.28
clkbuf_1 | 6 | 22.52
dfrtp_1 | 37 | 925.9
dfstp_2 | 8 | 210.2
dfxtp_1 | 16 | 320.3
edfxtp_1 | 13 | 390.4
ha_1 | 6 | 75.07
inv_1 | 8 | 30.03
mux2_2 | 11 | 123.9
mux2i_1 | 8 | 80.08
nand2_1 | 24 | 90.09
nand2b_1 | 3 | 18.77
nand3_1 | 10 | 50.05
nand4_1 | 10 | 62.56
nand4b_1 | 2 | 17.52
nor2_1 | 39 | 146.4
nor2b_1 | 2 | 12.51
nor3_1 | 6 | 30.03
nor3b_1 | 2 | 15.01
nor4_1 | 8 | 50.05
nor4b_1 | 4 | 35.03
o21ai_0 | 18 | 90.09
or3_1 | 11 | 68.82
or4_1 | 2 | 15.01
xnor2_1 | 15 | 131.4
xor2_1 | 11 | 96.34
## final cells by class
class / count / area [µm²] / share of cell area
sequential: 74 / 1852 / 0.4249
clock inverter: 6 / 30.03 / 0.006891
timing repair buffer: 57 / 535.5 / 0.1229
tap: 105 / 131.4 / 0.03015
multi-input combinational: 236 / 1551 / 0.3560
clock buffer: 14 / 231.5 / 0.05312
inverter: 7 / 26.28 / 0.006029
## timing repair
item / in CTS / in global routing
resized: 8 / 0
hold buffers: 0 / 0
setup buffers: 3 / 0
setup endpoints to repair: 4 / 0
## layer usage
layer,up-vias,part of all wire
li1,1310,-
met1,1216,0.49
met2,47,0.46
met3,7,0.042
met4,0,0.011
met5,-,0
## report_power, final
| group | internal [mW] | switching, mW |
|---|---|---|
| Clock | 0.461 | 0.341 |
| Sequential | 0.913 | 0.0109 |
| Combinational | 0.0466 | 0.0414 |
| Total | 1.42 | 0.393 |
## cell usage in the layout, fill, tap and decap left out, types with 4 or more instances in the layout
master and instances:
dfstp_2 8, nor4b_1 4, edfxtp_1 13, ha_1 6, a31oi_1 4, o21ai_0 18
clkbuf_8 9, dfxtp_1 12, dlygate4sd2_1 4, nor4_1 8, xor2_1 11, nand2_1 24
and3_1 4, xnor2_1 15, clkbuf_16 4, mux2i_1 8, inv_1 11, clkdlybuf4s50_1 42
nor3_1 6, a21oi_1 14, buf_4 10, or3_1 11, nand3_1 10, dfrtp_1 37
mux2_2 11, dfxtp_2 4, nor2_1 39, nand4_1 10
## final timing paths
check	startpoint	end	slack, ns	depth (start not counted)
max	size[2]	size[2]	0.08	1
min	x1[11]	snake_x_out[11]	0.37	0
max reg2reg	pre_data[7]	x1[5]	1.18	6
min reg2reg	x1[11]	snake_x_out[11]	0.37	0
max in group asynchronous	reset	snake_y_out[0]	2.46	2
min in group asynchronous	reset	snake_x_out[4]	0.52	2
No activity file was given, so power comes from the tool's default toggle rates.
