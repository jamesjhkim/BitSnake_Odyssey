## /design/flow/config.mk

```make
export PLATFORM = sky130hd
export DESIGN_NAME = fruit_datapath
export DESIGN_NICKNAME = fruit_datapath
export VERILOG_FILES = /design/flow/design.v
export SDC_FILE = /design/flow/constraint.sdc
export NUM_CORES = 4
export LEC_CHECK = 1
export CORE_AREA = 10 10 97 97
export DIE_AREA = 0 0 107 107
```

## /design/flow/constraint.sdc

```tcl
current_design fruit_datapath

set clk_period 2.5
set clk_io_pct 0.2

create_clock -name clk0 -period $clk_period [get_ports {clk}]

set non_clock_inputs [all_inputs -no_clocks]
set_input_delay [expr $clk_period * $clk_io_pct] -clock clk0 $non_clock_inputs
set_output_delay [expr $clk_period * $clk_io_pct] -clock clk0 [all_outputs]
```

## /design/flow/design.v

```verilog
module fruit_datapath(clk, reset, snake_x, snake_y, food_x, food_y, fruit_en);  
	input clk, reset;
	input [11:0] snake_x, snake_y;
	output fruit_en;
	output reg [11:0] food_x, food_y;
	reg fruit_en;
	reg [11:0] dist_snake_x, dist_snake_y;
	reg [11:0] rand_x, rand_y;
	always@(posedge clk) 
	begin
		if (reset == 1'b0)
			rand_x <= 12'd140;
		else
		begin
			if (rand_x >= 12'd900)
			rand_x <= 12'd140;
			else 
			rand_x <= rand_x + 12'd32;
		end
	end
	always@(posedge clk) 
	begin
		if (reset == 1'b0)
			rand_y <= 12'd140;
		else
		begin
			if (rand_y >= 12'd850)
			rand_y <= 12'd140;
			else 
			rand_y <= rand_y + 12'd64;
		end
	end
	always@(posedge clk) begin
		if (reset == 1'b0) 
		begin
			food_x <= 12'd600;
			food_y <= 12'd600;
		end
		else 
		begin
			food_x <= rand_x;
			food_y <= rand_y;
		end
		if (snake_x == food_x && snake_y == food_y)
		begin
			fruit_en <= 1'b1;
			food_x <= rand_x;
			food_y <= rand_y;	
		end
		else
		begin
			fruit_en <= 1'b0;
		end
	end
endmodule
```

## /design/flow/run.sh

```bash
#!/bin/bash
# OpenROAD 26Q1-2900-gdf79404cd8, Yosys 0.63+post, stock flow scripts
make -C /OpenROAD-flow-scripts/flow DESIGN_CONFIG=/design/flow/config.mk WORK_HOME=/design/flow/orfs finish
```

==> flow_summary.ini <==
; implementation run metrics
[outcome]
status = completed

[hold_path]
hold_end = rand_y[6]
min_from = rand_y[6]
min_path_type = flip-flop to flip-flop
holdPathStages = 1

[final_layout]
logic_area_um2 = 663
fin_util_pct = 26.4
syn2layout_area_growth_pct = 48.1
finalNonFillerCells = 291
lay_top_count = clkdlybuf4s50_1
drive_above_1_share_pct = 7.81
most-common-layout-cells = clkdlybuf4s50_1, dfxtp_1, nand3_1
design_area_um2 = 1930
seq_area_um2 = 581
fillerInstances = 788

[placed_design]
dp.final_hpwl_mm = 2.74
gp_routability_congestion = 0.840
dp.cells = 283
dp_slack_ns = 0.324
port_buffers = 43
place_area_um2 = 1820

[synth]
yosysWarnings = 1
ys_seq_share_pct = 44.7
area_leaders = dfxtp_1, xor2_1, nand3_1
yosysChipArea_um2 = 1300
ys_ff = 29
top_cell_area_share_pct = 44.7
synthCells = 143
netlist_area_um2 = 1300
async_reset_ff_share_pct = 0
yosys_cells = 143
avgSynthCellArea_um2 = 9.09
edf_count = 0
synthDistinctLibCells = 30
top_area_cell = dfxtp_1
flop_cell = dfxtp_1

[clock_network]
cts_tree = built
htreeDepth = 2
cts.clk_slew.worst_paths_ns = 0.06
ctsHoldBuffers = 0
clk_path_buf_depth = 2
cts_sinks = 29
root_buffer = clkbuf_8
post_cts_buffers = 0
cts_buffers = 5
cts_resized = 0
clkLatencyLatePin_ns = 0.27

[routing]
drtPass1Iterations = 4
vias = 1127
drtIter0Drc = 44
routedWlPerCell_um = 11.8
viasPerCell = 3.87
routed_wl_mm = 3.43
ant_nets = 0
drc = 0
diodes = 0

[setup_path]
r2r-end = food_y[6]
required_ns = 2.66
r2r_cells = 4
crit_type = primary input to flip-flop
rr_startpoint = food_y[2]
ff2ff_setup_slack_ns = 0.93
arrival_ns = 2.03
critPathMaxFanout = 10
cp-start-kind = primary input
end_kind = flip-flop

[global_route]
grt_start_max_net_pins = 19
grt_pass1_vias = 1098
antenna_found_initial = 0
grt_pass1_wl_mm = 5.44
grtUsageTotal_pct = 5.75
grt-ovfl-total = 0

[timing]
hold_violations = 0
rsz0062_at_grt = false
setup_tns_ns = 0
finalClockPeriodUsage_pct = 74.7
min_period_ns = 1.87
slew_viol_final = 0
finalSetupViolations = 0
fin_ws_ns = 0.632
fmax_mhz = 535
whs_ns = 0.475
skew_ns = 0.00327

[power_and_ir_drop]
leakage_nw = 0.734
powerDensity_nw_per_um2 = 539
power_mw = 1.04
peakVddDrop_mv = 0.181

[floorplanning]
core-area_um2 = 7290
die_h_um = 107
core.rowCount = 31
die-width_um = 107
chipArea_um2 = 11400
io_pins = 51
fp-utilization_pct = 17.8

[run]
warnings = 25
cap_viol_max_count = 0
synth_stat cells, drive strengths merged (2+ instances only):
| master | number |
|---|---|
| nand3 | 17 |
| xor2 | 12 |
| nor4 | 3 |
| xnor2 | 6 |
| nor3 | 5 |
| clkbuf | 3 |
| conb | 2 |
| o31a | 4 |
| and3 | 2 |
| nand2 | 10 |
| a31oi | 2 |
| ha | 2 |
| dfxtp | 29 |
| buf | 10 |
| nand2b | 4 |
| o21ai | 9 |
| nor2 | 13 |
worst max-delay path by stage:
stage              start         to  slack, ns  cells past startpoint
CTS           snake_y[5]  food_x[9]       0.62                      5
global route  snake_y[2]  food_y[9]       0.49                      5
finish        snake_y[5]  food_y[6]       0.63                      5
cells by family (layout without fill, tap and decap cells):
kind of cell               count (synthesis)  after routing  share of synthesized area [%]
and+or+nand+nor                           60             60                           24.7
AOI/OAI and AO/OA                         18             18                           9.34
buffers and inverters                     14             55                           6.64
adders and majority gates                  2              2                           1.92
xor gates and xnor gates                  18             18                           12.1
other                                      2             10                          0.578
DFF                                       29             29                           44.7
final cells by class:
type	count	share of cell area, %
Tap cell	99	6.43
Clock inverter	1	0.260
Timing Repair Buffer	46	23.5
Clock buffer	7	5.00
Sequential cell	29	30.1
Inverter	1	0.195
Multi-Input combinational cell	108	34.4
sequential cells by signal (all words and copies together), names as in the netlist:
register / count
food_x: 8
food_y: 7
rand_x: 7
rand_y: 6
fruit_en: 1
routing by layer:
metal	track usage, %	vias up	routed length, um
li1	-	569	-
met1	8.07	499	1700
met2	8.12	57	1340
met3	2.37	2	333
met4	1.16	0	54
met5	0	-	0
report_power, final:
| part | total [mW] | switching [mW] | internal (mW) |
|---|---|---|---|
| clock | 0.415 | 0.167 | 0.248 |
| combinational | 0.130 | 0.0480 | 0.0821 |
| sequential | 0.493 | 0.0143 | 0.479 |
| total | 1.04 | 0.229 | 0.809 |
worst max-delay path, stage by stage:
cell and delay, ns:
clkdlybuf4s50_1 0.40, nor3_1 0.26, o2111a_1 0.49, nand2_4 0.12, o31a_1 0.26
