--- ./run.sh ---
#!/bin/bash
# OpenROAD 26Q1-2900-gdf79404cd8, Yosys 0.63+post, stock flow scripts
make -C /OpenROAD-flow-scripts/flow DESIGN_CONFIG=/design/flow/config.mk WORK_HOME=/design/flow/orfs finish
--- ./constraint.sdc ---
current_design spider_datapath

set clk_period 2.4
set clk_io_pct 0.2

create_clock -name clk0 -period $clk_period [get_ports {clk}]

set non_clock_inputs [all_inputs -no_clocks]
set_input_delay [expr $clk_period * $clk_io_pct] -clock clk0 $non_clock_inputs
set_output_delay [expr $clk_period * $clk_io_pct] -clock clk0 [all_outputs]
--- ./config.mk ---
export PLATFORM = sky130hd
export DESIGN_NAME = spider_datapath
export DESIGN_NICKNAME = spider_datapath
export VERILOG_FILES = /design/flow/design.v
export SDC_FILE = /design/flow/constraint.sdc
export NUM_CORES = 4
export LEC_CHECK = 1
export CORE_AREA = 10 10 70 70
export DIE_AREA = 0 0 80 80
--- ./design.v ---
module spider_datapath(clk, reset, snake_x, snake_y, spider_en, spider_x_1, spider_y_1, spider_x_2, 
	spider_y_2, spider_x_3, spider_y_3, spider_x_4, spider_y_4, spider_x_5, spider_y_5
	);
	input clk, reset;
	input [11:0] snake_x, snake_y;
	output spider_en;
	reg spider_en;
	output reg [11:0] spider_x_1, spider_y_1, spider_x_2, spider_y_2, spider_x_3, spider_y_3, 
		spider_x_4, spider_y_4, spider_x_5, spider_y_5;
	always@(posedge clk) begin
		if (reset == 1'b0) 
		begin
			spider_x_1 <= 12'd700;
			spider_y_1 <= 12'd700;
			spider_x_2 <= 12'd700;
			spider_y_2 <= 12'd700;
			spider_x_3 <= 12'd700;
			spider_y_3 <= 12'd700;
			spider_x_4 <= 12'd700;
			spider_y_4 <= 12'd700;
			spider_x_5 <= 12'd700;
			spider_y_5 <= 12'd700;
		end
		else 
		begin
			spider_x_1 <= 12'd120;
			spider_y_1 <= 12'd220;
			spider_x_2 <= 12'd50;
			spider_y_2 <= 12'd80;
			spider_x_3 <= 12'd5;
			spider_y_3 <= 12'd32;
			spider_x_4 <= 12'd100;
			spider_y_4 <= 12'd15;
			spider_x_5 <= 12'd200;
			spider_y_5 <= 12'd47;
		end
	end 
	always@(posedge clk)
	begin
		if ((snake_x == spider_x_1 && snake_y == spider_y_1) || (snake_x == spider_x_2 && snake_y == spider_y_2) ||
		(snake_x == spider_x_3 && snake_y == spider_y_3) || (snake_x == spider_x_4 && snake_y == spider_y_4) || 
		(snake_x == spider_x_5 && snake_y == spider_y_5))
		begin
			spider_en <= 1'b1;
		end
		else
		begin
			spider_en <= 1'b0;
		end
	end
endmodule
==> results.ini <==
[outcome]
status=finished, final reports clean

[worst_setup_path]
critPathArrivalTime_ps=1510
path_class=register to primary output
reg2reg_to=spider_en$_DFF_P_
crit_required_ps=1920
worstPathMaxFanout=49
r2r_cells=6
start_kind=register
r2r_slack_ps=740
end_kind=primary output
regToRegStartpoint=spider_x_1[7]$_DFF_P_

[synthesis]
syn_area_sq_um=1304
ys_types=31
postSynthSeqShare_pct=4.607
yosys_warnings=1
top_cell_area_share_pct=67.95
area_leaders=buf_4, dfxtp_1, nor3_1, xor2_1, nand3_1
ys_area_sq_um=1304
synth-cells-yosys=176
synthCells=176
ys.flops=3
avgSynthCellArea_sq_um=7.408
yosysTopAreaCell=buf_4

[clocking]
cts.htree.levels=1
root_buffer=clkbuf_4
ctsResizeCount=0
ctsHoldBuffers=0
clkSlewWorstSetupHoldPaths_ps=40
cts_tree=built
clkLatencyLatePin_ps=240
post_cts_buffers=0
cts_buffers=3
cts.sink_count=3
clock_path_buffers=2

[min_path]
worstHoldPathType=primary input to register
whs_endpoint=spider_x_1[6]$_DFF_P_
hold_depth=1
min_from=reset

[timing]
finalClockPeriodUsage_pct=83.07
max_clock_freq_ghz=0.5016
setup_viol=0
worst_slack_ps=406.3
period_needed_ps=1994
slew_headroom_pct=66.66
fin_tns_setup_ps=0
timing_hold_violations_final=0
worstMarginPinSlew_ps=499.5
slew_violations=0
rsz0062_at_grt=no
finalHoldWorstSlack_ps=727.9
clock_skew_ps=4.728

[drt]
drcViolationCount=0
num_antenna_cells=0
num_vias=945
wire_per_inst_microns=14.67
drtAntennaViolNets=0
viasPerCell=3.750
dr.pass1.iters=3
totalWireLength_mm=3.698
first_iter_violations=31

[place]
portBuffers=76
placed_area_sq_um=1496
place_congestion=0.8469
dp_cells=248
post-dp-hpwl_mm=3.275
pre_cts_slack_ps=244.5

[final_layout]
layoutNonFillerInstCount=252
layout-drive-gt1-share_pct=4.854
combGateArea_sq_um=586.8
flop_area_sq_um=60.06
synthToLayoutAreaGrowth_pct=16.79
finalInstanceArea_sq_um=1523
nFillCells=350

[global_route]
grt_pass1_wl_mm=5.078
grt_usage_pct=9.579
grt_max_degree=50
antenna_found_initial=0
grt_pass1_vias=976
grt_overflow=0

[floorplan]
die_w_microns=80
design.core.area_sq_um=3416
die_height_microns=80
dieArea_sq_um=6400
row_count=21
ios=147
initial_core_util_pct=38.17

[power_and_ir_drop]
p_per_area_nw_per_um2=213.0
peakVddDrop_mv=0.08766
power.leakage_nw=0.6689

[job]
maxCapViolations=0
tool_warnings=25

==> Yosys cell counts (all sizes together) <==
master and number:
or3 3, o21ai 4, inv 1, and4b 1, nor3 6, buf 120, dfxtp 3, nand3b 1
a211oi 2, or4 4, nor3b 1, nand4b 1, conb 2, nand2b 1, and3 2, a32oi 1
o31ai 1, xor2 3, nand3 5, nor2b 1, nand4 4, a22o 1, nand2 3, a21oi 4
nor2 1
==> critical path: stages, from the launching register on <==
cell             delay (ps)
dfxtp_1                 490
buf_12                  250
clkdlybuf4s50_1         520
==> how the worst max path moves through the flow <==
| stage | to | start | cells past startpoint | slack (ps) |
|---|---|---|---|---|
| CTS | spider_x_1[2] | spider_x_1[7]$_DFF_P_ | 2 | 380 |
| global route | spider_x_1[2] | spider_x_1[7]$_DFF_P_ | 2 | 280 |
| finish | spider_x_1[2] | spider_x_1[7]$_DFF_P_ | 2 | 410 |
==> power breakdown <==
part | leakage (nW) | switching [mW] | total (mW) | internal, mW
clock | 0.0150 | 0.0308 | 0.0935 | 0.0626
combinational | 0.629 | 0.0525 | 0.173 | 0.121
sequential | 0.0249 | 0.00588 | 0.0578 | 0.0519
==> sequential cells by signal, summed over array words and instances, names as in the netlist <==
register and count:
spider_x_1 2, spider_en 1
==> metal layers <==
metal,share of wire [%],global-route usage (%),wire length (microns),vias up
met5,0,0,0,-
met4,0.87,1.056,32,0
met3,15,3.409,540,4
met2,44,16.37,1632,92
met1,40,11.54,1492,395
li1,-,-,-,454
==> layout make-up <==
type | count | share of cell area [%]
Tap cell | 46 | 3.780
Timing Repair Buffer | 78 | 51.77
Inverter | 1 | 0.2465
Clock buffer | 4 | 1.726
Multi-Input combinational cell | 120 | 38.54
Sequential cell | 3 | 3.944
==> stage by stage <==
stage               utilization, %  total power, mW
finish                       44.58           0.3243
global route                 44.58           0.3582
CTS                          44.58           0.3336
detailed placement           43.81           0.2372
global placement             43.81           0.2392
floorplan                        -           0.2187
==> kinds of logic (layout without fill, tap and decap cells) <==
family / Yosys count / after routing / share of synthesized area [%]
DFF: 3 / 3 / 4.607
buffers and inverters: 121 / 83 / 69.96
other: 2 / 70 / 0.5760
AOI/OAI and AO/OA: 13 / 13 / 6.429
xor gates and xnor gates: 3 / 3 / 2.016
and+or+nand+nor: 34 / 34 / 16.41
==> cells in the final DEF (no fill, tap or decap), types with 2 or more instances in the layout <==
| cell | netlist | final |
|---|---|---|
| nand4_1 | 4 | 4 |
| a211oi_1 | 2 | 2 |
| clkbuf_4 | 0 | 3 |
| o21ai_0 | 3 | 3 |
| dfxtp_1 | 3 | 3 |
| nor3_1 | 6 | 6 |
| or3_1 | 2 | 2 |
| xor2_1 | 3 | 3 |
| a21oi_1 | 3 | 3 |
| conb_1 | 2 | 70 |
| nand2_1 | 3 | 3 |
| or4_1 | 3 | 3 |
| clkdlybuf4s50_1 | 0 | 76 |
| nand3_1 | 5 | 5 |
Power is estimated from default activity; no workload was simulated.
